$ cat ./constraint.sdc
current_design Dlatch

set clk_period 1.0
set clk_io_pct 0.2

create_clock -name clk0 -period $clk_period

set non_clock_inputs [all_inputs -no_clocks]
set_input_delay [expr $clk_period * $clk_io_pct] -clock clk0 $non_clock_inputs
set_output_delay [expr $clk_period * $clk_io_pct] -clock clk0 [all_outputs]
$ cat ./config.mk
export PLATFORM = sky130hd
export DESIGN_NAME = Dlatch
export DESIGN_NICKNAME = Dlatch
export VERILOG_FILES = /design/flow/design.v
export SDC_FILE = /design/flow/constraint.sdc
export NUM_CORES = 4
export LEC_CHECK = 1
export CORE_AREA = 10 10 70 70
export DIE_AREA = 0 0 80 80
$ cat ./design.v
`timescale 1ns / 1ps
module Dlatch(
    input en,
    input [1:0] byteena,
    input [15:0] d,
    output [15:0] q
    );
    reg [15:0] qreg;
    always@(*) begin
    qreg = d;
    if (en) begin 
    if (!byteena[0]) begin
    qreg[7:0] =8'b0;
    end
    if (!byteena[1]) begin
    qreg[15:8] = 8'b0;
    end
    end
    end  
    assign q = qreg;
endmodule
$ cat ./run.sh
#!/bin/bash
# OpenROAD 26Q1-2900-gdf79404cd8, Yosys 0.63+post, stock flow scripts
make -C /OpenROAD-flow-scripts/flow DESIGN_CONFIG=/design/flow/config.mk WORK_HOME=/design/flow/orfs finish
==> impl_metrics.json <==
{
  "status": "finished, final reports clean",
  "warnings": 34,
  "syn2layout_area_growth_pct": 418,
  "fa_ha_area_frac": 0,
  "topCellsByArea": "and2_1 89%, nand2b_1 11%",
  "wl_um": 968,
  "hold_path_depth": 3,
  "ys_area_um2": 113,
  "ys_sh_simple": 1.00,
  "drive_gt1_frac": 0.625,
  "fill_cells": 388,
  "ys_types": 2,
  "yosysCellCount": 18,
  "end_kind": "primary output",
  "syn_area_um2": 113,
  "overflow": 0,
  "slowest_delay_ns": 0.15,
  "fp-row-count": 21,
  "layout_min_cycle_time_ns": 0.994,
  "die_h_um": 80,
  "xor_share": 0,
  "seq_area_um2": 0,
  "drtAntennaViolNets": 0,
  "wl_per_cell_um": 9.49,
  "ys_top_logic_family": "simple AND/OR/NAND/NOR gates",
  "drc": 0,
  "drv_cap": 0,
  "power_density_mw_per_mm2": 360,
  "fmax_ghz": 1.01,
  "fp.dieW_um": 80,
  "final_core_util": 0.171,
  "critPathKind": "in -> out",
  "syn-instance-count": 18,
  "fp_util": 0.0330,
  "slew_viol_final": 0,
  "cp.required_ns": 0.80,
  "final-setup-viol-count": 0,
  "fin_crit_sh": 0.994,
  "drt_pass1_iterations": 2,
  "ys_top_cells_by_count": "16 x and2_1, 2 x nand2b_1",
  "vias_per_cell": 2.48,
  "cpMostUsedCell": "buf_6",
  "relSlewSlack": 0.930,
  "cp_max_fo": 4,
  "ios": 35,
  "startpoint_type": "primary input",
  "crit_chain": "buf_6, nand2b_4, buf_12, and2_4, buf_6",
  "tightest_slew_ns": 0.105,
  "hold_viol": 0,
  "postSynthSeqShare": 0,
  "ys_warn_count": 1,
  "num-clock-buffers": 0,
  "dieArea_mm2": 0.00640,
  "mux_share": 0,
  "avgSynthCellArea_um2": 6.26,
  "grt_use_total": 0.0289,
  "drtIter0Drc": 1,
  "post-dp-hpwl_um": 897,
  "power_leakage_nw": 0.295,
  "core_mm2": 0.00342,
  "cp_slowest_cell": "nand2b_4",
  "arrival_ns": 0.79,
  "aoi_share": 0,
  "diodes": 0,
  "synth.largest_area_cell": "and2_1",
  "synth.most_common_cell": "and2_1",
  "seq_cell_count": 0,
  "grt_pass1_wl_um": 1550,
  "globalplace.congestion": 0.730,
  "grt_max_degree": 7,
  "antenna_found_initial": 0,
  "peakVddDrop_v": 0.0000575,
  "grt_pass1_vias": 303,
  "dr_total_vias": 253,
  "rsz0062_at_grt": "yes",
  "hold_slack_ns": 0.773,
  "yosysTopAreaCellShare": 0.889,
  "hold_class": "in -> out",
  "io_buffer_count": 35
}
==> layout by cell type (no fill, tap or decap), drive strengths merged <==
cell,instances
buf,18
dlygate4sd2,16
and2,16
clkdlybuf4s15,4
nand2b,2
==> cells by family (layout without fill, tap and decap cells) <==
kind of cell  Yosys count  count (layout)
buf+inv                 0              38
simple gates           18              18
==> report_power, final <==
group	switching, mW	internal (mW)	total (mW)
clock network	0	0	0
logic	0.0445	0.165	0.210
registers	0	0	0
==> worst paths after layout <==
check | startpoint | to | slack (ns)
min | d[8] | q[8] | 0.77
max | byteena[1] | q[15] | 0.006
==> metal layers <==
| layer | vias up | part of all wire | track usage |
|---|---|---|---|
| li1 | 130 | - | - |
| met1 | 113 | 0.33 | 0.0303 |
| met2 | 10 | 0.59 | 0.0586 |
| met3 | 0 | 0.074 | 0.00682 |
| met4 | 0 | 0 | 0 |
| met5 | - | 0 | 0 |
==> layout make-up <==
cell class                      count  area (µm²)  area share
Multi-Input combinational cell     18         165       0.283
Timing Repair Buffer               38         360       0.618
Tap cell                           46        57.6      0.0987
==> worst max-delay path: cells and delay by family <==
family	cells	cell delay, ns
buffers and inverters	3	0.32
AND/OR/NAND/NOR	2	0.27
==> stage by stage <==
stage               instances  setup WS (ns)  area [µm²]  total power [mW]  TNS [ns]
finish                    102        0.00608         583             0.210         0
global route              102        -0.0237         583             0.229    -0.129
CTS                       103       -0.00453         564             0.203   -0.0153
detailed placement         99         -0.770         520             0.186    -11.36
global placement           99         -0.723         520             0.184    -10.92
floorplan                  18          0.277         113            0.0251         0
==> timing repair <==
item	CTS	global route
resized	96	6
pin swaps	16	0
buffers inserted	4	0
gates cloned	0	0
setup endpoints to repair	16	10
hold buffers	0	0
No activity file was given, so power comes from the tool's default toggle rates.
