==> /design/flow/design.v <==
`timescale 10ms / 1ps
module eightbit
(
input reset,clkin,
input fast,
output reg clkout,
output reg [7:0] counter,
output reg [6:0] clkcounter
);
always@ (posedge clkin) begin 
if (fast) begin
    if (clkcounter== 7'b1100100) begin 
    clkcounter= 7'b0;
    clkout = 1'b1;
end
    else begin
    clkcounter <= clkcounter+1;
    clkout <= 1'b0; 
    end
end
else 
begin
    if (clkcounter== 7'b0011001) begin 
    clkcounter= 7'b0;
    clkout = 1'b1;
    end
    else begin
    clkcounter <= clkcounter+1;
    clkout <= 1'b0; 
    end
end
end   
always@ (posedge clkout) begin 
if (counter == 8'b1) begin
counter <= counter + 1; 
end
end  
endmodule
==> /design/flow/run.sh <==
#!/bin/bash
# OpenROAD 26Q1-2900-gdf79404cd8, Yosys 0.63+post, stock flow scripts
make -C /OpenROAD-flow-scripts/flow DESIGN_CONFIG=/design/flow/config.mk WORK_HOME=/design/flow/orfs finish
==> /design/flow/config.mk <==
export PLATFORM = sky130hd
export DESIGN_NAME = eightbit
export DESIGN_NICKNAME = eightbit
export VERILOG_FILES = /design/flow/design.v
export SDC_FILE = /design/flow/constraint.sdc
export NUM_CORES = 4
export LEC_CHECK = 1
export CORE_AREA = 10 10 76 76
export DIE_AREA = 0 0 86 86
==> /design/flow/constraint.sdc <==
current_design eightbit

set clk_period 1.8
set clk_io_pct 0.2

create_clock -name clk0 -period $clk_period [get_ports {clkin}]

set non_clock_inputs [all_inputs -no_clocks]
set_input_delay [expr $clk_period * $clk_io_pct] -clock clk0 $non_clock_inputs
set_output_delay [expr $clk_period * $clk_io_pct] -clock clk0 [all_outputs]
==> flow_summary.json <==
{
  "status": "finished, final reports clean",
  "initialDrtViolationCount": 13,
  "worstSkewPairLatency_ns": 0.22,
  "ys_cells": 66,
  "unclocked_pins": 8,
  "worst_hold_slack_ns": 0.5363,
  "io_pins": 19,
  "worstPathCellList": "clkdlybuf4s50_1",
  "yosys_warnings": 1,
  "dieArea_mm2": 0.007396,
  "layout-drive-gt1-share_pct": 10.11,
  "fin_setup_tns_ns": 0,
  "cts_resized": 0,
  "aoi_share_pct": 3.317,
  "fin_crit_ns": 1.573,
  "fp.dieH_um": 86,
  "worst-endpoint-required_ns": 1.44,
  "drc": 0,
  "hold_viol": 0,
  "cp-start-kind": "flip-flop",
  "synth-simple-area-share_pct": 22.39,
  "drtAntennaViolNets": 0,
  "finClkSkew_ns": 0.0008890,
  "top_cells_by_area": "edfxtp_1 32%, dfxtp_1 21%, ha_1 8.3%, xnor2_1 7.0%, nand3_1 6.0%",
  "io_buffers": 17,
  "post-place-ws_ns": 0.2224,
  "clk_pin_slew_ns": 0.04,
  "ir_drop_mv": 0.9180,
  "routed_wl_mm": 1.494,
  "power_density_mw_per_mm2": 946.6,
  "logic_family": "simple AND/OR/NAND/NOR gates",
  "cts_tree": "built",
  "arrival_ns": 1.21,
  "grtUsageTotal_pct": 3.951,
  "cp_top_family": "buffers and inverters",
  "largest_area_cell": "edfxtp_1",
  "drv_slew": 0,
  "worstPathMaxFanout": 7,
  "ys_sh_adder_pct": 8.292,
  "finalCritPeriodShare_pct": 87.41,
  "critPathKind": "flip-flop to output pin",
  "crit_path_end_kind": "output pin",
  "hold_path.class": "flip-flop to flip-flop",
  "die_w_um": 86,
  "yosys.area.top_type_share_pct": 31.84,
  "crit_path_max_incr_delay_ns": 0.53,
  "synth_cell_type_count": 20,
  "htreeDepth": 1,
  "antenna_found_initial": 0,
  "clockBufferDepth": 2,
  "hpwl_mm": 1.147,
  "synth_chip_area_um2": 754.5,
  "rsz0062_at_grt": "no",
  "initCoreUtil_pct": 18.33,
  "clockRootBuffer": "clkbuf_8",
  "dr.pass1.iters": 4,
  "syn_area_per_cell_um2": 11.43,
  "setup_ws_ns": 0.2267,
  "max-slew-margin-rel_pct": 74.37,
  "gp_congestion": 0.8105,
  "tightest_slew_ns": 0.3845,
  "core-area_mm2": 0.004115,
  "critPathBufInv": 1,
  "synth_seq_share_pct": 53.07,
  "mux_share_pct": 0,
  "grt_overflow": 0,
  "viasPerCell": 4.072,
  "max_cap_viol_count": 0,
  "cp_slowest_cell": "clkdlybuf4s50_1",
  "vias": 566,
  "area_growth_syn_to_layout_pct": 39.30,
  "cts_setup_buffers": 0,
  "warnings": 29,
  "untimed_endpoints": 24,
  "cellLeakagePower_nw": 0.3673,
  "grt_pass1_wl_mm": 2.470,
  "routedWlPerCell_um": 10.75,
  "row_count": 23,
  "first_global_vias": 556,
  "numCtsBuffers": 3,
  "xor_share_pct": 10.45,
  "synth_area_um2": 754.5,
  "max_freq_ghz": 0.6356,
  "nFillCells": 434,
  "ctsHoldBuffers": 0,
  "setup_viol": 0,
  "n_antenna_cell": 0,
  "grt_max_degree": 9,
  "ys_ff": 16,
  "syn_inst": 66
}
-- Yosys cell counts, drive strengths merged --
| library cell | instances |
|---|---|
| a211oi | 2 |
| and3 | 3 |
| dfxtp | 8 |
| edfxtp | 8 |
| ha | 5 |
| inv | 5 |
| nand2 | 2 |
| nand3 | 9 |
| nor2 | 2 |
| nor3 | 4 |
| nor3b | 1 |
| nor4 | 2 |
| o21ai | 2 |
| or2 | 1 |
| or3 | 2 |
| or4b | 1 |
| xnor2 | 6 |
| xor2 | 3 |
-- through the flow --
stage	instances	utilization [%]	total power (W)	instance area, um^2
after floorplan	66	-	0.0005644	754.5
after global placement	136	24.54	0.0007909	1010
after detailed placement	136	24.54	0.0007971	1010
after CTS	139	25.54	0.001013	1051
after global routing	139	25.54	0.001090	1051
final	139	25.54	0.0009949	1051
-- flip-flops by register name, indices dropped and copies added (netlist names) --
signal      cells
clkout          1
clkcounter      7
counter         8
-- final cells by class --
class,count,area [um^2],area share (%)
tap,50,62.56,5.952
multi-input combinational,45,335.3,31.90
clock buffer,3,41.29,3.929
inverter,5,18.77,1.786
timing repair buffer,20,192.7,18.33
sequential,16,400.4,38.10
-- final timing paths --
path	end	slack (ns)	from	cells past startpoint
max reg2reg	clkcounter[2]	0.24	clkcounter[0]	4
min	clkcounter[6]	0.54	clkcounter[6]	2
max	clkcounter[2]	0.23	clkcounter[2]	1
min reg2reg	clkcounter[6]	0.54	clkcounter[6]	2
-- cells in the final DEF (no fill, tap or decap), drive strengths merged --
master / Yosys / layout
ha: 5 / 5
or3: 2 / 2
nor2: 2 / 2
o21ai: 2 / 2
inv: 5 / 5
nor3b: 1 / 1
or4b: 1 / 1
xor2: 3 / 3
or2: 1 / 1
clkdlybuf4s50: 0 / 17
dfxtp: 8 / 8
xnor2: 6 / 6
and3: 3 / 3
clkbuf: 0 / 3
nor3: 4 / 4
a211oi: 2 / 2
nand3: 9 / 9
nor4: 2 / 2
nand2: 2 / 2
edfxtp: 8 / 8
buf: 0 / 3
-- logic make-up (layout without fill, tap and decap cells) --
group | count (synthesis) | in the layout
compound gates | 4 | 4
flops | 16 | 16
fa+ha+maj | 5 | 5
simple gates | 27 | 27
buf+inv | 5 | 28
xor+xnor | 9 | 9
-- metal layers --
metal	global-route usage [%]	part of all wire, %	vias to the layer above
li1	-	-	282
met1	4.711	41	260
met2	5.680	43	22
met3	3.146	16	2
met4	0.2994	0.60	0
met5	0	0	-
-- power breakdown --
part	switching, W	internal [W]	leakage, nW
clock network	0.0000627	0.000144	0.0216
registers	0.000121	0.000281	0.117
logic	0.000135	0.000251	0.229
-- worst reg2reg max path: stages (launching register included) --
cell and delay, ns:
dfxtp_1 0.41, ha_1 0.17, or4b_4 0.46, nor3_4 0.28, nor3_1 0.10
No activity file was given, so power comes from the tool's default toggle rates.
